===== ./design.v =====
module memory
	#(
		ADDRESS_WIDTH = 8,
		DATA_WIDTH = 8
	)
	(
		input clk,
		input [ADDRESS_WIDTH-1:0] address,
		input [DATA_WIDTH-1:0] data_in,
		input write,
		output reg [DATA_WIDTH-1:0] data_out
	);
	(* ram_init_file = "memory_initialization_1.mif" *)
	reg [DATA_WIDTH-1:0] mem [2 ** ADDRESS_WIDTH - 1 : 0];
	always @(posedge clk)
	begin
		if (write)
			mem[address] <= data_in;
		data_out <= mem[address];
	end
endmodule

===== ./run.sh =====
#!/bin/bash
# OpenROAD 26Q1-2900-gdf79404cd8, Yosys 0.63+post, stock flow scripts
make -C /OpenROAD-flow-scripts/flow DESIGN_CONFIG=/design/flow/config.mk WORK_HOME=/design/flow/orfs finish

===== ./config.mk =====
export PLATFORM = sky130hd
export DESIGN_NAME = memory
export DESIGN_NICKNAME = memory
export VERILOG_FILES = /design/flow/design.v
export SDC_FILE = /design/flow/constraint.sdc
export NUM_CORES = 4
export LEC_CHECK = 1
export CORE_UTILIZATION = 30

===== ./constraint.sdc =====
current_design memory

set clk_period 26.7
set clk_io_pct 0.2

create_clock -name clk0 -period $clk_period [get_ports {clk}]

set non_clock_inputs [all_inputs -no_clocks]
set_input_delay [expr $clk_period * $clk_io_pct] -clock clk0 $non_clock_inputs
set_output_delay [expr $clk_period * $clk_io_pct] -clock clk0 [all_outputs]

==> flow_metrics.tcl <==
# implementation run metrics
set metrics [dict create \
    numClockSinks 2056 \
    hold_violations 0 \
    cts.reportedPaths.clkPinSlew_ns 0.06 \
    synthTopCellsByCount "2048 x edfxtp_1, 512 x mux4_2, 256 x a22oi_1, 232 x nor2_1, 145 x clkbuf_1" \
    vias_per_cell 4.99 \
    area_delta_synth_final_pct 15.0 \
    finalSetupViolCount 0 \
    postCtsHoldBufs 0 \
    netlist_instances 3547 \
    top_logic_kind "multiplexers" \
    place_congestion 0.849 \
    worstPathRequired_ns 27.38 \
    hold_path.class "flip-flop to flip-flop" \
    synth.avg_cell_area_sq_um 22.1 \
    gr-total-overflow 0 \
    vdd_drop_max_mv 0.0689 \
    hpwlAfterDp_mm 114 \
    slew_headroom 0.153 \
    clk_latency_ns 0.85 \
    setup_tns_ns 0 \
    yosysSeqAreaShare 0.786 \
    syn_area_sq_mm 0.0785 \
    synthTopCellsByArea "edfxtp_1 78%, mux4_2 15%, a22oi_1 2.4%" \
    slew_viol_final 0 \
    wirelength_mm 191 \
    layout-drive-gt1-share 0.260 \
    synth_cell_types 22 \
    io_pins 26 \
    startpoint_type "primary input" \
    tightest_slew_ns 1.25 \
    ff_type "edfxtp_1" \
    maxCapViolCount 0 \
    core_sq_mm 0.260 \
    adder_share 0 \
    cts_max_level 4 \
    drt-initial-drc-count 2555 \
    grt_usage 0.157 \
    worstSetupEndpointType "flip-flop" \
    placed_area_sq_mm 0.0836 \
    synth-edff-count 2048 \
    timing.final.ws_setup_ns 16.56 \
    leakage_uw 0.0270 \
    stdcell_area_sq_mm 0.0903 \
    cts_tree "done" \
    grt_pass1_vias 40989 \
    timing.final.crit_share 0.380 \
    most_common_cell "edfxtp_1" \
    ys_sh_mux 0.147 \
    numCtsBuffers 204 \
    vias 36976 \
    numSynthFlops 2056 \
    fp.dieH_um 514 \
    place_ws_ns 15.54 \
    tool_warnings 29 \
    grt_max_degree 103 \
    fin_hold_ws_ns 0.933 \
    ys_warn_count 1 \
    postCtsSetupBuffers 0 \
    async_flop_share 0 \
    cts_resized 0 \
    cp_max_fo 42 \
    drtPass1Iterations 5 \
    port_buffers 25 \
    cp.arrival_ns 10.82 \
    yosys_cells 3547 \
    stdcell_count 7411 \
    top_area_cell "edfxtp_1" \
    dp.cells 7027 \
    route.detailed.drc 0 \
    rsz0062_at_grt "false" \
    ys_area_sq_mm 0.0785 \
    clockBufferDepth 3 \
    finClkSkew_ns 0.0547 \
    simple_gate_share 0.0173 \
    ant_nets 0 \
    yosys.area_share.aoi 0.0362 \
    wl_per_cell_um 25.8 \
    top_cell_area_share 0.783 \
    max_freq_mhz 98.6 \
    criticalPathCategory "primary input to flip-flop" \
    antenna_found_initial 2 \
    min_period_ns 10.14 \
    ys_sh_xor 0 \
    powerDensity_mw_per_mm2 74.1 \
    die-area_sq_mm 0.264 \
    cts_root_buffer "clkbuf_16" \
    fp.dieW_um 514 \
    core_util_floorplan 0.302 \
    rows 187 \
    status "finished, final reports clean" \
    grt_pass1_wl_mm 280 \
]
where the power goes:
part	switching, uW	total, uW	internal, uW
registers	7.20	3570	3560
clock network	1210	2830	1630
logic	191	293	102
sequential cells by signal (all words and copies together) (netlist names):
register	flops
mem	2048
data_out	8
metal layers:
metal,wire (um),up-vias,track usage
met5,411,-,0.0150
met3,29300,304,0.112
met4,5780,8,0.0379
li1,-,15486,-
met2,91800,2158,0.239
met1,63900,19020,0.179
cells in the final DEF (no fill, tap or decap):
cell	instances
nand3_2	1
nand2b_2	2
nand3_1	12
nand2b_1	4
mux4_2	512
edfxtp_1	2048
clkinvlp_4	3
dfxtp_1	8
clkinv_2	45
and2_4	1
or2_2	2
nand4_1	8
clkinv_16	4
nor2_4	1
inv_1	1
clkbuf_16	208
nand2_2	1
inv_16	5
buf_4	189
clkbuf_8	3
diode_2	2
o41ai_1	32
bufinv_16	19
nor2b_4	2
nor2b_1	5
clkinv_8	1
nor2_1	231
a21oi_1	128
nand2_1	27
clkbuf_1	46
clkinv_1	43
clkdlybuf4s50_1	15
buf_12	2
inv_6	3
a22oi_1	256
buf_8	10
or3_1	1
clkinv_4	2
nor3_1	30
and2_1	2
cell type report:
cell class / count / area [sq um]
Clock inverter: 125 / 1260
Antenna cell: 2 / 5.00
Inverter: 1 / 3.75
Tap cell: 3496 / 4370
Clock buffer: 257 / 5420
Multi-Input combinational cell: 1258 / 15800
Timing Repair Buffer: 216 / 1760
Fill cell: 23617 / 170000
Sequential cell: 2056 / 61700
through the flow:
step	utilization	power [uW]
4_1_cts	0.347	6750
3_5_place_dp	0.321	3930
2_1_floorplan	-	3790
6_report	0.347	6690
3_3_place_gp	0.321	3930
5_1_grt	0.347	6880
final timing paths:
check        slack, ns  cells past startpoint   startpoint          end
min reg2reg       0.93                      5  mem[182][3]  data_out[3]
max reg2reg      23.77                      6  mem[107][7]  data_out[7]
min               0.93                      5  mem[182][3]  data_out[3]
max              16.56                     11   address[0]  data_out[7]
cells by family (layout without fill, tap and decap cells):
family                 count (synthesis)  in the layout
other                                  0              2
AOI/OAI and AO/OA                    416            416
muxes                                512            512
and+or+nand+nor                      330            330
DFF                                 2056           2056
buffers and inverters                233            599
worst max-delay path, cell delays in order:
cell     delay, ns
buf_8         0.35
buf_4         0.63
buf_4         0.69
buf_4         0.66
buf_4         0.57
mux4_2        0.58
a22oi_1       0.31
a21oi_1       0.13
o41ai_1       1.07
buf_4         0.25
nand4_1       0.09
Power and IR drop assume default switching activity.
