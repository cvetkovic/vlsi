### run.sh
#!/bin/bash
# OpenROAD 26Q1-2900-gdf79404cd8, Yosys 0.63+post, stock flow scripts
make -C /OpenROAD-flow-scripts/flow DESIGN_CONFIG=/design/flow/config.mk WORK_HOME=/design/flow/orfs finish
### config.mk
export PLATFORM = sky130hd
export DESIGN_NAME = memory_builtin
export DESIGN_NICKNAME = memory_builtin
export VERILOG_FILES = /design/flow/design.v
export SDC_FILE = /design/flow/constraint.sdc
export NUM_CORES = 4
export LEC_CHECK = 1
export CORE_UTILIZATION = 30
export SYNTH_MEMORY_MAX_BITS = 65536
### constraint.sdc
current_design memory_builtin

set clk_period 33.2
set clk_io_pct 0.2

create_clock -name clk0 -period $clk_period [get_ports {clk}]

set non_clock_inputs [all_inputs -no_clocks]
set_input_delay [expr $clk_period * $clk_io_pct] -clock clk0 $non_clock_inputs
set_output_delay [expr $clk_period * $clk_io_pct] -clock clk0 [all_outputs]
### design.v
module memory_builtin
	#(
		DATA_WIDTH = 8,
		ADDRESS_WIDTH = 10
	)
	(
		input clk,
		input [DATA_WIDTH-1:0] data_in,
		input [ADDRESS_WIDTH-1:0] addr,
		input write,
		output reg [DATA_WIDTH-1:0] data_out
	);
	(* ram_init_file = "init.mif" *)
	reg [DATA_WIDTH-1:0] memory [(2 ** ADDRESS_WIDTH)-1:0];
	always @(posedge clk)
	begin
		if (write == 1'b1)
			memory[addr] <= data_in;
		data_out <= memory[addr];
	end
endmodule
==> run summary <==
final WL: 890000 um
Wirelength per Cell: 27.9 um
drt drc: 0
DR pass1 iterations: 7
die width: 1030 um
Peak supply drop: 0.0646 mV
minimum clock period: 13.69 ns
main flop type: edfxtp_1
tool warning count: 42
post-cts resize count: 0
I/O pin count: 28
top-count cell post-synth: edfxtp_1
ANT nets after route: 0
DR iter-0 viols: 10563
total negative slack: 0 ns
via count: 160896
Yosys chip area: 316000 um2
CP Data Arrival Time: 14.70 ns
PwrDens: 58.4 nW/um2
Fmax achieved: 73.0 MHz
first-pass GRT wire length: 1260000 um
IO Port Bufs: 27
Post-synth top cells: 8192 x edfxtp_1, 2684 x mux2i_1, 1384 x nor2_1
synth top area cells: edfxtp_1 78%, mux2i_1 8.5%, mux4_2 5.3%
clock tree sinks: 8200
CP endpoint kind: flip-flop
Max-Cap Viols: 1
Worst Path Required: 34.21 ns
# Cells Yosys: 16664
Rows: 376
Ys Warns: 1
Synth Instances: 16664
area grow syn2layout: 14.1%
startpoint class of the critical path: primary input
CTS tree: done
Flop area: 246000 um2
Post CTS Setup Buffer Count: 0
vias in the first global route: 170902
antenna violations before repair: 73
Final period util: 41.2%
Comb area: 65600 um2
gpl congestion: 0.892
Final Setup Violations: 0
Clock Path Buffers: 4
Core Region: 1050000 um2
RSZ-0062 raised after global routing: false
HPWL after DPL: 551000 um
slew margin rel.: -3.78%
Design Area, Final: 361000 um2
Dominant cell area share: 77.8%
Total GRT Usage: 17.7%
ys async rst share: 0%
Syn Std Cell Area: 316000 um2
via/cell ratio: 5.04
post-synthesis sequential area ratio: 77.8%
H-tree levels: 6
Hold Violations, Final: 0
dominant cell type by area after synthesis: edfxtp_1
failing checks: capacitance limit, slew limit
LEAKAGE: 116 nW
EDFF count, synth: 8192
Initial Util: 30.1%
Placed Instance Area: 335000 um2
pin count of the biggest net entering global routing: 108
worst hold path type: reg2reg
Synthesized registers: 8200
Die ar.: 1060000 um2
CP Class: in2reg
CTS clk-pin slew, worst paths: 0.06 ns
clock skew: 0.122 ns
total gr overflow: 0
Skew-Pair Late Insertion Delay: 1.20 ns
CTS Buf Count: 785
mean area per synthesized cell: 19.0 um2
Max FO, Critical Path: 73
Filler Cells Inserted: 96277
pin slew with the least headroom to its limit: 1.54 ns
status: finished with violations
CTS Hold Bufs: 0
Die Ht: 1030 um
Max Transition Viols Final: 2
post-synth cell types: 59
Final Total Pwr: 21.1 mW
layout cells sized above 1: 14.9%
Root Buffer Master: clkbuf_16
sequential cells by signal, indices dropped and copies added (netlist names):
| signal | cells |
|---|---|
| data_out | 8 |
| memory | 8192 |
cell families (layout without fill, tap and decap cells):
logic type	Yosys count	count (layout)	synth area share, %
mux	3447	3447	13.9
compound gates	1817	1817	3.79
buf+inv	1083	2199	1.62
simple gates	2117	2117	2.87
other cells	0	130	0
flops	8200	8200	77.8
area by class of cell:
type / instances / share of cell area (%)
Inverter: 3 / 0.00590
Multi-Input combinational cell: 7381 / 18.2
Clock inverter: 446 / 1.24
Antenna cell: 130 / 0.0902
Clock buffer: 981 / 5.69
Tap cell: 13986 / 4.85
Sequential cell: 8200 / 68.2
Timing Repair Buffer: 769 / 1.71
where the power goes:
group,total (mW),switching [mW],leakage [nW],internal (mW)
combinational,0.950,0.665,29.9,0.285
sequential,11.4,0.0138,73.7,11.4
clock,8.71,3.87,12.1,4.84
total,21.1,4.55,116,16.5
cell usage in the layout (no fill, tap or decap), types with 16 or more instances in the layout:
master and count:
mux4_2 748, a22o_1 28, o21ai_0 125, nor2_1 1376, nor4_1 178, or4_1 29, clkbuf_16 790, clkinv_16 29
nor3_1 165, nand2_1 198, o31ai_1 19, a211oi_1 51, a21oi_1 75, buf_4 723, a22oi_1 145, clkinv_1 206
buf_12 19, edfxtp_1 8192, nor4_2 16, diode_2 130, bufinv_16 56, a31oi_1 34, clkinv_2 113, mux2i_1 2684
o2111ai_1 106, nand3_1 23, o22ai_1 1098, nand2_4 32, clkbuf_1 188, o211ai_1 67
final timing paths:
| kind | startpoint | to | slack (ns) | cells after the start |
|---|---|---|---|---|
| setup / recovery | addr[1] | data_out[0] | 19.51 | 16 |
| setup reg to reg | memory[691][7] | data_out[7] | 28.99 | 8 |
| hold / removal | memory[610][6] | data_out[6] | 0.97 | 5 |
| hold reg to reg | memory[610][6] | data_out[6] | 0.97 | 5 |
metrics by stage:
| step | util, % | std cells | worst slack [ns] | hold WS [ns] |
|---|---|---|---|---|
| after floorplan | - | 16664 | 23.68 | 0.677 |
| after global placement | 32.0 | 30339 | 18.47 | 0.989 |
| after detailed placement | 32.0 | 30339 | 18.47 | 0.964 |
| after CTS | 34.3 | 31766 | 19.67 | 0.978 |
| after global routing | 34.3 | 31819 | 19.10 | 1.04 |
| final | 34.4 | 31896 | 19.51 | 0.971 |
critical path: stages:
cell       delay (ns)
buf_16           0.24
buf_4            0.52
buf_4            0.54
buf_4            0.59
buf_4            0.60
buf_4            0.58
buf_4            0.69
buf_4            0.54
buf_4            0.61
mux2i_1          0.26
o22ai_1          0.13
nor3_1           0.24
o2111ai_1        0.23
nand4_1          0.55
o2111ai_1        0.81
or4_1            0.69
metal layers:
layer,share of wire [%],track usage (%),wire (um),up-vias
met5,0.21,1.56,1840,-
met4,3.9,6.10,34800,126
li1,-,-,-,68882
met2,45,25.4,400000,9245
met1,32,18.8,284000,81044
met3,19,15.4,169000,1599
Power and IR drop assume default switching activity.
