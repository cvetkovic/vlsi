[/design/flow/run.sh]
#!/bin/bash
# OpenROAD 26Q1-2900-gdf79404cd8, Yosys 0.63+post, stock flow scripts
make -C /OpenROAD-flow-scripts/flow DESIGN_CONFIG=/design/flow/config.mk WORK_HOME=/design/flow/orfs finish
[/design/flow/config.mk]
export PLATFORM = sky130hd
export DESIGN_NAME = vdevice
export DESIGN_NICKNAME = vdevice
export VERILOG_FILES = /design/flow/design.v
export SDC_FILE = /design/flow/constraint.sdc
export NUM_CORES = 4
export LEC_CHECK = 1
export CORE_UTILIZATION = 50
[/design/flow/constraint.sdc]
current_design vdevice

set clk_period 11.9
set clk_io_pct 0.2

create_clock -name clk0 -period $clk_period [get_ports {clk}]

set non_clock_inputs [all_inputs -no_clocks]
set_input_delay [expr $clk_period * $clk_io_pct] -clock clk0 $non_clock_inputs
set_output_delay [expr $clk_period * $clk_io_pct] -clock clk0 [all_outputs]
[/design/flow/design.v]
module vdevice
	(
		input clk,
		input async_nreset,
		input start,
		input reset,
		input btn2,
		input btn1,
		input btn0,
		output reg [7:0] counter_2,
		output reg [7:0] counter_1,
		output reg [7:0] counter_0
	);
	localparam COUNTER_REGISTER_WIDTH = 8;
	reg [COUNTER_REGISTER_WIDTH-1:0] counter_data_in [2:0];
	reg [1:0] counter_ctrl [2:0];
	wire [COUNTER_REGISTER_WIDTH-1:0] counter_data_out [2:0];
	localparam NONE = 2'd0;
	localparam LOAD = 2'd1;
	localparam INCR = 2'd2;
	localparam DECR = 2'd3;
	reg timer_enable;
	reg timer_clear;
	wire timer_second_elapsed;
	vtimer timer
	(
		.clk(clk),
		.async_nreset(async_nreset),
		.enable(timer_enable),
		.clear(timer_clear),
		.second_elapsed(timer_second_elapsed)
	);
	reg [15:0] clock_register_data_in;
	reg [1:0] clock_register_ctrl;
	wire [15:0] clock_register_data_out;
	vregister
	#(
		.WIDTH(16)
	)
	clock_register
	(
		.clk(clk),
		.async_nreset(async_nreset),
		.data_in(clock_register_data_in),
		.ctrl(clock_register_ctrl),
		.data_out(clock_register_data_out)
	);
	genvar i;
	generate
		for (i = 0; i < 3; i = i + 1)
		begin : genBlock
			vregister
			#(
				.WIDTH(COUNTER_REGISTER_WIDTH)
			)
			vregister_cnt_i
			(
				.clk(clk),
				.async_nreset(async_nreset),
				.data_in(counter_data_in[i]),
				.ctrl(counter_ctrl[i]),
				.data_out(counter_data_out[i])
			);
		end
	endgenerate
	localparam STATE_INITIAL = 2'd0;
	localparam STATE_COUNTING = 2'd1;
	localparam STATE_TIMEOUT = 2'd2;
	reg [1:0] state_reg, state_next;
	integer ii;
	always @(*)
	begin
		for (ii = 0; ii < 3; ii = ii + 1)
		begin
			counter_ctrl[ii] <= NONE;
			counter_data_in[ii] <= {COUNTER_REGISTER_WIDTH{1'b0}};
		end
		timer_enable <= 1'b0;
		timer_clear <= 1'b0;
		clock_register_data_in <= 16'd0;
		clock_register_ctrl <= NONE;
		state_next <= state_reg;
		case (state_reg)
			STATE_INITIAL:
			begin
				if (start)
				begin
					clock_register_data_in <= 16'd0;
					clock_register_ctrl <= LOAD;
					timer_clear <= 1'b1;
					state_next <= STATE_COUNTING;
				end
			end
			STATE_COUNTING:
			begin
				timer_enable <= 1'b1;
				if (btn2)
					counter_ctrl[2] <= INCR;
				if (btn1)
					counter_ctrl[1] <= INCR;
				if (btn0)
					counter_ctrl[0] <= INCR;
				if (timer_second_elapsed)
				begin
					clock_register_ctrl <= INCR;
				end
				if (clock_register_data_out == 16'd9)
					state_next <= STATE_TIMEOUT;
			end
			STATE_TIMEOUT:
			begin
				if (reset)
					state_next <= STATE_INITIAL;
			end
		endcase
	end
	always @(posedge clk, negedge async_nreset)
	begin
		if (!async_nreset)
		begin
			state_reg <= STATE_INITIAL;
		end
		else
		begin
			state_reg <= state_next;
		end
	end
	always @(*)
	begin
		counter_0 <= 8'd0;
		counter_1 <= 8'd0;
		counter_2 <= 8'd0;
		if (state_reg == STATE_TIMEOUT)
		begin
			counter_0 <= counter_data_out[0];
			counter_1 <= counter_data_out[1];
			counter_2 <= counter_data_out[2];
		end
	end
endmodule
module vregister
	#(
		parameter WIDTH = 8
	)
	(
		input clk,
		input async_nreset,
		input [WIDTH-1:0] data_in,
		input [1:0] ctrl,
		output [WIDTH-1:0] data_out
	);
	reg [WIDTH-1:0] data_reg, data_next;
	localparam NONE = 2'd0;
	localparam LOAD = 2'd1;
	localparam INCR = 2'd2;
	localparam DECR = 2'd3;
	always @(*)
	begin
		case (ctrl)
			LOAD:
				data_next <= data_in;
			INCR:
				data_next <= data_reg + {{WIDTH-1{1'b0}}, 1'b1};
			DECR:
				data_next <= data_reg - {{WIDTH-1{1'b0}}, 1'b1};
			default:
				data_next <= data_reg;
		endcase
	end
	always @(posedge clk, negedge async_nreset)
	begin
		if (!async_nreset)
			data_reg <= {WIDTH{1'b0}};
		else
			data_reg <= data_next;
	end
	assign data_out = data_reg;
endmodule
module vtimer
	(
		input clk,
		input async_nreset,
		input enable,
		input clear,
		output second_elapsed
	);
	localparam NONE = 2'd0;
	localparam LOAD = 2'd1;
	localparam INCR = 2'd2;
	localparam DECR = 2'd3;
	reg [31:0] cnt_in;
	reg [1:0] cnt_ctrl;
	wire [31:0] cnt_out;
	vregister
	#(
		.WIDTH(32)
	)
	vregister_cnt
	(
		.clk(clk),
		.async_nreset(async_nreset),
		.data_in(cnt_in),
		.ctrl(cnt_ctrl),
		.data_out(cnt_out)
	);
	always @(*)
	begin
		cnt_in <= 32'd0;
		cnt_ctrl <= NONE;
		if (enable)
		begin
			if (cnt_out < 32'd3)
				cnt_ctrl <= INCR;
			else if (cnt_out == 32'd3)
			begin
				cnt_in <= 32'd0;
				cnt_ctrl <= LOAD;
			end
		end
		if (clear)
		begin
			cnt_in <= 32'd0;
			cnt_ctrl <= LOAD;
		end
	end
	assign second_elapsed = (cnt_out == 32'd3);
endmodule
==> results.txt <==
flow finished, numbers: hold_sp=genBlock[2].vregister_cnt_i.data_reg[7], PwrDens=about 190 nW/µm², Fillers=909, # Cells Yosys=624, Yosys Chip Area=approximately 5500 µm², largest net degree at the start of global routing=around 55, CP startpoint kind=input port, final hold violation count=0, clk slew on worst S/H paths=~0.090 ns, Root Buffer=clkbuf_8, CTS max path bufs=2, main logic family after synthesis=simple AND/OR/NAND/NOR gates, relative slew slack=between 50% and 60%, # IOs=31, Min-Delay Endpoint=genBlock[2].vregister_cnt_i.data_reg[7], reg2reg start=state_reg[2], via count=~4600, Flop area=around 1900 µm², initial DRC count=about 200, post-CTS sizing=0, Post-DP Area=5990 µm², Yosys cell types=59, Ant. Diodes=0, Synth area leader=dfrtp_1, FP Core Util=52.3%, Post-Syn Area=between 5000 and 6000 µm², most common logic cell in the routed design=dfrtp_1, Worst path max stage delay=approximately 0.54 ns, post-DP HPWL=between 8000 and 9000 µm, final instance area=between 6000 and 7000 µm², Post-Syn Area per Cell=roughly 9 µm², total global routing overflow=0, Worst-Margin Slew=a little under 0.7 ns, met1 WL=5780 µm, max reg flops=32, met2 WL=a little over 5000 µm, number of enable flip-flop cells=0, Final Worst Setup Slack=7.08 ns, Setup crit end kind=flip-flop, metal3 WL=484 µm, warnings from Yosys=9, Logic cell area=between 3000 and 4000 µm², Commonest flop=dfrtp_1, final setup fails=0, Pwr Total=about 0.0012 W, Critical Path, Cell by Cell=clkdlybuf4s50_1 -> nand2_1 -> nor2_1 -> buf_4 -> ha_1 -> a21oi_1 -> o21bai_1 -> a21oi_1 -> o21a_1 -> o21ai_0 -> o41ai_1 -> xor2_1 -> o21ai_0, Hold Buf Count CTS=0, setup TNS=0 ns, Pre-Repair DR Iteration Count=4, Post-synth ARST share=100%, final WL=between 10000 and 15000 µm, Worst Path Arrival=slightly above 5 ns, Adder Area Share=11.5%, Layout area overhead=13.4%, GP Congestion=around 0.87, Core Box Area=around 10000 µm², CP bufs+invs=2, CTS H-tree lvls=3, Slowest cell on crit path=clkdlybuf4s50_1, yosys xor share=approximately a tenth, DRT antenna net count=0, Post-synth area hogs=dfrtp_1 34%, ha_1 11%, xnor2_1 6.4%, share of cells above drive strength 1=a little under 5%, initial antenna violation count=0, Dominant cell area share=between 30% and 40%, tool warnings=26, leak pwr=between 2 and 3 nW, Post-Synthesis Cells=between 600 and 700, Max Cap Viol=0, Setup CP Type=input port to flip-flop, critical path depth=13, Die ar.=between 10000 and 15000 µm², vias per cell=between 5 and 6, PortBufs=30, Setup Fix Bufs, Post-CTS=0, hold crit path type=flip-flop to flip-flop, status=complete, no violations, Mux cell area share=0.801%, WL per Instance=roughly 14 µm, Period minus WS final=4.82 ns, Crit path max-delay family=AND-OR/OR-AND gates, RSZ-0062 raised after global routing=no, CTS tree=built, Fmax=about 210 MHz, reg-to-reg endpoint=clock_register.data_reg[12], DP Worst Slack=6.77 ns, die span in x=approximately 110 µm, clock skew after layout=between 0.007 and 0.008 ns, final period utilization=40.5%, Yosys reg bits=roughly 75, Req. time, crit path=roughly 12 ns, Worst Path Max Fanout=15, Synth Area in Compound Gates=between 10% and 20%, Die Y=~110 µm, clock latency on the worst-skew pair=0.36 ns, TritonCTS Buffers=9, R2R setup slack=8.06 ns, Top Metal Used=met4, reg2reg path depth=16, Remaining DRCs=0, Tot GR Track Use=around 22%, CTS sink count=about 75, final max-slew violation count=0, Top cells excl fill/tap=74 x dfrtp_1, 69 x nand2_1, 50 x o21ai_0, post-synthesis simple-gate area fraction=between 20% and 30%, Cell Rows=37, first-pass GRT wire length=roughly 20000 µm, hold path depth=1, vias in the first global route=4334, peak supply drop=approximately 0.13 mV, Seq share, synth=roughly a third
area by class of cell:
type | instances | share of cell area, %
clock buffer | 10 | 2.22
clock inverter | 6 | 1.19
inverter | 16 | 0.969
multi-input combinational | 539 | 57.2
sequential | 75 | 30.3
tap | 136 | 2.75
timing repair buffer | 35 | 5.41
worst max-delay path by stage:
stage	to	from	slack, ns
after CTS	clock_register.data_reg[12]	start	7.12
after global routing	clock_register.data_reg[12]	start	6.84
final	clock_register.data_reg[12]	start	7.08
report_power, final:
part | switching [W] | internal (W)
clock | 0.000105 | 0.000105
sequential | 0.0000897 | 0.000336
combinational | 0.000299 | 0.000248
worst register-to-register path: stages (launching register included):
cell and delay [ns]:
dfrtp_1 0.53, inv_1 0.13, nor4_1 0.29, nand4_1 0.16
nor3_1 0.28, nand3_1 0.24, nor2_1 0.15, buf_4 0.23
ha_1 0.30, a21oi_1 0.16, o21bai_1 0.10, a21oi_1 0.22
o21a_1 0.17, o21ai_0 0.16, o41ai_1 0.33, xor2_1 0.19
o21ai_0 0.09
metrics by stage:
stage	utilization (%)	std cells	hold slack, ns
final	59.2	817	0.468
after floorplan	-	653	0.438
after detailed placement	57.2	801	0.458
after CTS	59.2	817	0.475
after global routing	59.2	817	0.496
after global placement	57.2	801	0.454
synthesized netlist by cell type (2+ instances only):
cell and instances:
nand4b_1 2, a21boi_1 2, buf_4 2, and3_1 7
xor2_1 20, nor2_1 22, a31oi_1 5, o31ai_1 2
o21ai_1 10, a21o_1 17, nand3_1 35, inv_1 16
a211o_1 2, conb_1 2, nor2b_1 7, o21bai_1 10
buf_2 4, o21ai_0 50, buf_1 2, a211oi_1 8
xnor2_1 40, nand2b_1 4, nand2_1 69, nor4b_1 3
o22ai_1 2, fa_1 2, a311oi_1 2, o211ai_1 4
nand4_1 11, ha_1 47, a21oi_1 42, clkbuf_1 15
dfrtp_1 74, nor3_1 7, nor4_1 11, nor3b_1 5
a221oi_1 2, o21a_1 6, and2_1 29, mux2_2 3
and4_1 3
routing by layer:
| metal | up-vias | GRT usage [%] |
|---|---|---|
| li1 | 2339 | - |
| met1 | 2121 | 33.9 |
| met2 | 78 | 35.5 |
| met5 | - | 0 |
| met3 | 14 | 3.04 |
| met4 | 0 | 2.45 |
logic make-up (layout without fill, tap and decap cells):
| logic type | count (synthesis) | after routing |
|---|---|---|
| DFF | 75 | 75 |
| muxes | 4 | 4 |
| other | 2 | 31 |
| AOI/OAI and AO/OA | 172 | 172 |
| xor gates and xnor gates | 60 | 60 |
| adders and majority gates | 49 | 49 |
| and+or+nand+nor | 223 | 223 |
| buffers and inverters | 39 | 67 |
No activity file was given, so power comes from the tool's default toggle rates.
